==> flow/design.v <==
module driver_ad5328 #(
  parameter TRANSACTION_DELAY = 100
)(
	input wire aclk,
	input wire resetn,
  input signed [11:0] ch0_data,
  input signed [11:0] ch1_data,
  input signed [11:0] ch2_data,
  input signed [11:0] ch3_data,
  input signed [11:0] ch4_data,
  input signed [11:0] ch5_data,
  input signed [11:0] ch6_data,
  input signed [11:0] ch7_data,
	output reg dac_dout,
	output reg dac_ldac,
	output reg dac_sync,
	output reg dac_sclk
);
  localparam INITIAL_CLK_DELAY = 100;
  localparam INITIAL_CLK_DELAY_WIDTH = $clog2(INITIAL_CLK_DELAY);
	localparam TRANSACTION_DELAY_WIDTH = $clog2(TRANSACTION_DELAY);
	localparam MAX_INDEX_CONFIG_PARAM = 1;
	localparam MAX_INDEX_DATA_PARAM = 7;
	localparam WRITE_LDAC_REGISTER = {3'b101, 11'd0, 2'b00};
	reg [1:0] r_spi_state;
	reg [15:0] r_spi_data_send;
	reg [3:0] r_spi_data_index;
	reg [TRANSACTION_DELAY_WIDTH-1:0] r_spi_transaction_delay_counter;
	wire w_spi_busy;
	reg [INITIAL_CLK_DELAY_WIDTH-1:0] r_dac_controller_initial_delay;
	reg r_dac_controller_begin_transaction;
	reg [2:0] r_dac_controller_state;
	reg [15:0] r_dac_controller_data_send;
	reg [2:0] r_counter_config_registers;
	reg [2:0] r_counter_data_registers;
	wire [15:0] r_dac_controller_config_register_matrix [1:0];
	wire [15:0] r_dac_controller_data_register_matrix [7:0];
	assign r_dac_controller_config_register_matrix[0] = {3'b101, 11'd0, 2'b00};
	assign r_dac_controller_config_register_matrix[1] = {3'b101, 11'd0, 2'b00};
	assign r_dac_controller_data_register_matrix[0] = {1'b0, 3'b000, ch0_data};
	assign r_dac_controller_data_register_matrix[1] = {1'b0, 3'b001, ch1_data};
	assign r_dac_controller_data_register_matrix[2] = {1'b0, 3'b010, ch2_data};
	assign r_dac_controller_data_register_matrix[3] = {1'b0, 3'b011, ch3_data};
	assign r_dac_controller_data_register_matrix[4] = {1'b0, 3'b100, ch4_data};
	assign r_dac_controller_data_register_matrix[5] = {1'b0, 3'b101, ch5_data};
	assign r_dac_controller_data_register_matrix[6] = {1'b0, 3'b110, ch6_data};
	assign r_dac_controller_data_register_matrix[7] = {1'b0, 3'b111, ch7_data};
	always @(posedge aclk)
		if (!resetn) begin
			r_dac_controller_state <= 3'd0;
			r_dac_controller_data_send <= 16'd0;
			r_dac_controller_begin_transaction <= 1'b0;
			r_counter_config_registers <= 2'd0;
			r_counter_data_registers <= 2'd0;
			r_dac_controller_initial_delay <= {INITIAL_CLK_DELAY_WIDTH{1'b0}};
			dac_ldac <= 1'b1;
		end
		else 
			case (r_dac_controller_state)
				3'd0: begin
					if (r_dac_controller_initial_delay == INITIAL_CLK_DELAY) r_dac_controller_state <= 3'd1;
					else r_dac_controller_state <= 3'd0;
					r_dac_controller_data_send <= 16'd0;
					r_dac_controller_initial_delay <= r_dac_controller_initial_delay + 1;
				end
				3'd1: begin  
					r_dac_controller_state <= 3'd2;
					r_dac_controller_begin_transaction <= 1'b1;
					r_dac_controller_data_send <= r_dac_controller_config_register_matrix[r_counter_config_registers];
					dac_ldac <= 1'b0;
				end	
				3'd2: begin
					if (!w_spi_busy && (r_counter_config_registers == MAX_INDEX_CONFIG_PARAM)) r_dac_controller_state <= 3'd3;
					else if (!w_spi_busy && (r_counter_config_registers < MAX_INDEX_CONFIG_PARAM)) r_dac_controller_state <= 3'd1;
					else r_dac_controller_state <= 3'd2;
					r_dac_controller_begin_transaction <= 1'b0;
					r_counter_config_registers <= (!w_spi_busy)? r_counter_config_registers+3'd1: r_counter_config_registers;
				end
				3'd3: begin  
					if (w_spi_busy) r_dac_controller_state <= 3'd4;
					else r_dac_controller_state <= 3'd3;
					r_dac_controller_begin_transaction <= 1'b1;
					r_dac_controller_data_send <= r_dac_controller_data_register_matrix[r_counter_data_registers];
				end	
				3'd4: begin
					if (!w_spi_busy) r_dac_controller_state <= 3'd3;
					else r_dac_controller_state <= 3'd4;
					r_dac_controller_begin_transaction <= 1'b0;
					r_counter_data_registers <= (!w_spi_busy)? r_counter_data_registers+3'd1: r_counter_data_registers;
				end
			endcase
  always @(posedge aclk)
    if (!resetn ) 
      dac_sclk <= 1'b0;
    else 
      dac_sclk <= ~dac_sclk;
	always @(posedge aclk)
		if (!resetn) begin
			r_spi_state <= 2'd0;
			r_spi_data_send <= 16'd0;
			r_spi_data_index <= 4'd15;
			r_spi_transaction_delay_counter <= {TRANSACTION_DELAY_WIDTH{1'b0}};
		end
		else
			case (r_spi_state)
				2'd0: begin
					if (r_dac_controller_begin_transaction && !dac_sclk) r_spi_state <= 2'd1;
					else r_spi_state <= 2'd0;
					r_spi_data_send <= r_dac_controller_data_send;
					r_spi_data_index <= 4'd15;
					r_spi_transaction_delay_counter <= {TRANSACTION_DELAY_WIDTH{1'b0}};
					dac_sync <= 1'b1;
				end
				2'd1: begin  
					if (!dac_sync ) r_spi_state <= 2'd2;
          else r_spi_state <= 2'd1;
          dac_sync <= 1'b0;
					dac_dout <= r_spi_data_send[r_spi_data_index];
				end
        2'd2: begin  
          if (r_spi_data_index == 0) r_spi_state <= 2'd3;
          else r_spi_state <= 2'd2;
          r_spi_data_index <= dac_sclk? r_spi_data_index - 1: r_spi_data_index;
          dac_dout <= r_spi_data_send[r_spi_data_index];
          dac_sync <= 1'b0;
        end
				2'd3: begin
          if (r_spi_transaction_delay_counter >= TRANSACTION_DELAY) r_spi_state <= 2'd0;
          else r_spi_state <= 2'd3;
          r_spi_transaction_delay_counter <= r_spi_transaction_delay_counter + 1;
          dac_sync <= 1'b1;
				end
			endcase
	assign w_spi_busy = (r_spi_state != 2'd0)? 1'b1: 1'b0;
endmodule
==> flow/run.sh <==
#!/bin/bash
# OpenROAD 26Q1-2900-gdf79404cd8, Yosys 0.63+post, stock flow scripts
make -C /OpenROAD-flow-scripts/flow DESIGN_CONFIG=/design/flow/config.mk WORK_HOME=/design/flow/orfs finish
==> flow/config.mk <==
export PLATFORM = sky130hd
export DESIGN_NAME = driver_ad5328
export DESIGN_NICKNAME = driver_ad5328
export VERILOG_FILES = /design/flow/design.v
export SDC_FILE = /design/flow/constraint.sdc
export NUM_CORES = 4
export LEC_CHECK = 1
export CORE_UTILIZATION = 40
==> flow/constraint.sdc <==
current_design driver_ad5328

set clk_period 4.0
set clk_io_pct 0.2

create_clock -name clk0 -period $clk_period [get_ports {aclk}]

set non_clock_inputs [all_inputs -no_clocks]
set_input_delay [expr $clk_period * $clk_io_pct] -clock clk0 $non_clock_inputs
set_output_delay [expr $clk_period * $clk_io_pct] -clock clk0 [all_outputs]
==> changes_impl.md <==
### Metrics

* Floorplan core density at 40.95%
* Hold Path Class: register to register
* Core area at 8678 µm²
* Die height at 96.25 µm
* Final Critical Period at 2480 ps
* First-pass iteration count of the detailed router at 6
* Vias per cell at 5.265
* Via count at 3164
* Critical R2R Launch: r_counter_data_registers[0]$_SDFFE_PN0P_
* Slew Limit Fails at 0
* Fa+ha+maj area frac at 7.042%
* Met1 usage at 31.55%
* Beginning of the worst hold path: r_dac_controller_data_send[9]$_SDFFE_PN0P_
* Worst EP required at 4260 ps
* Post-DRT Antenna Nets at 0
* CTS sink count at 68
* Total gr overflow at 0
* Outcome: complete, no violations
* Slew @ Worst Pin at 760.7 ps
* CTS tree: done
* Slew HR at 49.29%
* Setup crit end kind: register
* Post-DP HPWL at 7102 µm
* OpenROAD warnings at 39
* Inst Count DP at 585
* Mean Syn Cell Area at 8.884 µm²
* CP Class: register to register
* Mapped Area at 3553 µm²
* Hold Fails Final Rpt at 0
* Yosys simple share at 16.87%
* Syn-to-layout area delta at 34.33%
* #FFs+latches synth at 68
* Post-CTS Setup Bufs at 0
* Die area at 9264 µm²
* Ys Warns at 1
* Placer Congestion at 0.8206
* Setup violators final at 0
* Worst-path clk slew at 80 ps
* Synth Area in XOR/XNOR at 2.958%
* Syn Inst Count at 400
* Crit path launch type: register
* Initial DRC count at 149
* First-pass GRT wire length at 14250 µm
* Port buffer count at 101
* Ant. Diodes at 0
* Remaining DRCs at 0
* # Max-Cap Violations at 0
* Seq share, synth at 38.87%
* Aggregate global-route resource usage at 20.72%
* CTS resizes at 0
* Count of cell types in the netlist at 45
* CP Launch Point: r_counter_data_registers[0]$_SDFFE_PN0P_
* Worst R2R Path Depth at 6
* Synth mux share at 8.556%
* Pwr Density at 276.8 nW/µm²
* Comb area leader: AND-OR/OR-AND gates
* Arr. time, crit path at 2740 ps
* Finished Layout Cells at 601
* CP endpoint: r_dac_controller_data_send[10]$_SDFFE_PN0P_
* Share of post-route cells with drive strength above 1 at 4.665%
* Maximum vdd drop at 0.1369 mV
* GR peak layer: met2
* Pin count of the biggest net entering global routing at 41
* Top Ports at 102
* Met2 Usage GRT at 32.27%
* Setup TNS at 0 ps
* Die width at 96.25 µm
* Longest Clk Path Bufs at 2
* Synthesis area per yosys at 3553 µm²
* Period utilization at 62.01%
* CTS hold repair buffers at 0
* Aoi share at 20.00%
* Num CTS Buffers at 9
* CP max FO at 22
* Number of global-route vias before repair at 2877
* Async S/R FF share, synth at 0%
* Worst-skew pair later-pin latency at 340 ps
* Commonest Layout Cell: clkdlybuf4s50_1
* Final hold slack at 464.1 ps
* FMAX at 403.2 MHz
* Top Layout Cells: clkdlybuf4s50_1 (101), dfxtp_1 (66), nand2_1 (41)
* Met3 Use GR at 4.016%
* Skew final at 11.40 ps
* Top FF cell, synth: dfxtp_1
* Std-Cell Rows at 34
* Worst r2r dst: r_dac_controller_data_send[10]$_SDFFE_PN0P_
* Clock root cell: clkbuf_8
* Routed wire length per instance at 15.59 µm
* EDFF count, synth at 2
* Initial antenna violation count at 0
* H-tree Lvls at 3
* DRT Wirelength at 9368 µm
* Ys cells at 400
* Reg2reg setup slack at 1520 ps
* Unrepaired setup endpoints after global routing: false
* Lkg Pwr at 1.927 nW
-- metal layers --
layer | part of all wire, % | up-vias
li1 | - | 1639
met1 | 48 | 1423
met2 | 46 | 97
met3 | 5.6 | 5
met4 | 0.56 | 0
met5 | 0 | -
-- synthesized netlist by cell type (all sizes together), types with 5 or more instances --
master | n | area share [%]
mux2i | 18 | 5.1
nor2 | 39 | 4.1
dfxtp | 66 | 37
nand3 | 10 | 1.4
clkbuf | 12 | 1.3
buf | 15 | 2.4
and4 | 6 | 1.5
nand2 | 41 | 4.3
a222oi | 10 | 2.8
inv | 19 | 2.0
o21ai | 36 | 5.1
nand4 | 5 | 0.88
a21oi | 17 | 2.4
a221oi | 9 | 2.2
ha | 20 | 7.0
xor2 | 8 | 2.0
a22oi | 10 | 2.1
-- cells by family after synthesis --
logic type	count (synthesis)
simple gates	126
compound gates	104
flops	68
buf+inv	46
mux	24
fa+ha+maj	20
xor+xnor	12
-- final cells by class --
type                            instances  area [µm²]
Fill cell                             775        3905
Multi-Input combinational cell        286        1969
Sequential cell                        68        1381
Timing Repair Buffer                  104        1033
Clock buffer                           10       137.6
Tap cell                              108       135.1
Inverter                               19       71.32
Clock inverter                          6       45.04
-- stage by stage --
step                      setup slack, ps  util [%]  cell area (µm²)  power, mW
after floorplan                      2245         -             3553     0.7168
after global placement               1416     52.90             4591     0.8179
final                                1520     55.00             4773      1.321
after detailed placement             1389     52.90             4591     0.8192
after CTS                            1547     55.00             4773      1.339
after global routing                 1275     55.00             4773      1.379
-- where the power goes --
| group | internal [mW] | switching, mW | total, mW |
|---|---|---|---|
| Combinational | 0.0892 | 0.0266 | 0.116 |
| Sequential | 0.683 | 0.00412 | 0.687 |
| Clock | 0.248 | 0.271 | 0.519 |
| Total | 1.02 | 0.302 | 1.32 |
-- sequential cells by signal, indices dropped and copies added, names as in the netlist, 2 cells and up --
| register | cells |
|---|---|
| r_spi_transaction_delay_counter | 7 |
| r_spi_data_index | 4 |
| r_spi_state | 2 |
| r_dac_controller_initial_delay | 7 |
| r_dac_controller_data_send | 16 |
| r_counter_data_registers | 3 |
| r_spi_data_send | 16 |
| r_dac_controller_state | 5 |
| r_counter_config_registers | 3 |
-- critical path, cell delays in order, from the launching register on --
cell and delay (ps):
dfxtp_1 350, ha_1 250, ha_1 410, nor4_1 420, nand2_1 470, and4_1 350
o21ai_0 150
-- how the worst min path moves through the flow --
| stage | cells after the start | slack [ps] | to |
|---|---|---|---|
| 4_1_cts | 2 | 460 | r_dac_controller_data_send[9]$_SDFFE_PN0P_ |
| 5_1_grt | 2 | 480 | r_dac_controller_data_send[6]$_SDFFE_PN0P_ |
| 6_report | 2 | 460 | r_dac_controller_data_send[9]$_SDFFE_PN0P_ |
Power and IR drop assume default switching activity.
